<file path="config.mk">
export PLATFORM = sky130hd
export DESIGN_NAME = pipeline_v1
export DESIGN_NICKNAME = pipeline_v1
export VERILOG_FILES = /design/flow/design.v
export SDC_FILE = /design/flow/constraint.sdc
export NUM_CORES = 4
export LEC_CHECK = 1
export CORE_AREA = 10 10 80 80
export DIE_AREA = 0 0 90 90
</file>
<file path="constraint.sdc">
current_design pipeline_v1

set clk_period 3.5
set clk_io_pct 0.2

create_clock -name clk0 -period $clk_period [get_ports {clk}]

set non_clock_inputs [all_inputs -no_clocks]
set_input_delay [expr $clk_period * $clk_io_pct] -clock clk0 $non_clock_inputs
set_output_delay [expr $clk_period * $clk_io_pct] -clock clk0 [all_outputs]
</file>
<file path="design.v">
`timescale 1ns / 1ns
module pipeline_v1(
    input clk,
    input busy,
    input flush,
    output reg full,
    output reg empty,
    input [7:0] data_in,
    output reg [7:0] data_out
    );
reg [7:0] queue [7:0];   
reg [2:0] head;          
reg [2:0] tail;          
initial
begin
    full <= 0;
    data_out <= 0;       
    head <= 0;
    tail <= 0;
end
always@(posedge clk)
begin
    if (flush)
    begin
        queue[0] <= 0;
        queue[1] <= 0;
        queue[2] <= 0;
        queue[3] <= 0;
        queue[4] <= 0;
        queue[5] <= 0;
        queue[6] <= 0;
        queue[7] <= 0;
        head <= 0;
        tail <= 0;
    end
    if (tail + 1 == head)
        full <= 1;
    else
        full <= 0;
    if (!full)
    begin
        queue[tail] <= data_in;
        tail = tail + 1;
    end    
end    
always@(negedge clk)
begin
    if (!busy)
        begin
            if (head == tail)
            begin
                data_out <=  0;      
            end
            else
            begin
                data_out <= queue[head];
                head <= head + 1;
            end
        end
end
endmodule
</file>
<file path="run.sh">
#!/bin/bash
# OpenROAD 26Q1-2900-gdf79404cd8, Yosys 0.63+post, stock flow scripts
make -C /OpenROAD-flow-scripts/flow DESIGN_CONFIG=/design/flow/config.mk WORK_HOME=/design/flow/orfs finish
</file>
==> ci_impl_report.md <==
### Yosys + OpenROAD results

| Metric | Value |
|---|---|
| Status | finished clean |
| Final setup vio count | 0 |
| Distinct lib cells | 13 |
| R2R cell count | 4 |
| Max-slew violations | 0 |
| Dominant logic cell type in the layout | edfxtp_1 |
| Die W | roughly 90 um |
| Internal power | 0.371 mW |
| Initial antenna violation count | 0 |
| DP HPWL | 1.08 mm |
| First-pass detailed-route iteration total | 4 |
| Crit path kind | reg -> out |
| VDD IR max | 213 uV |
| Crit path DRT | 2800 ps |
| Comb power frac | 0.037 |
| Final ANT Viol Nets | 0 |
| Hold Startpoint | tail[1]$_DFFE_PN_ |
| WL/cell | 8.39 um |
| Flop pwr share | 0.586 |
| Setup WS pre-CTS | roughly 100 ps |
| Mapped Cells | 51 |
| Clk latency late pin | 310 ps |
| Crit path buffers/inverters | 1 |
| Ys cells | 51 |
| Post-CTS Resized | 8 |
| Startpoint Class | flop |
| Floorplan core area | 4720 um^2 |
| CTS root buffer | clkbuf_8 |
| Clock Power Share | 0.377 |
| Synth warn | 8 |
| R2R Path Start | tail[0]$_DFFE_PN_ |
| FF-to-FF setup slack | roughly 480 ps |
| Worst Setup End Kind | output pin |
| Critical-path cell list | dlygate4sd2_1 |
| Max_cap viols | 0 |
| Die Height | 90 um |
| # IOs | 21 |
| Vias in the first global route | 501 |
| Syn_area_per_cell | 15.6 um^2 |
| CTS clk-pin slew, worst paths | 70 ps |
| Clk buf depth | 2 |
| Critical-path top delay cell | edfxtp_1 |
| R2R Path End | data_out[6]$_SDFFCE_NN0N_ |
| Tot Pwr | 0.461 mW |
| Setup TNS | 0 ps |
| Gp weighted congestion | 0.737 |
| Net Sw Frac | 0.196 |
| LEAKAGE | 0.471 nW |
| HP Class | reg -> reg |
| Detailed-route via count | 444 |
| Synth Seq Share | 0.741 |
| Crit path capture | data_out[4] |
| Count of tool warnings | 34 |
| Cell family with most CP delay | flip-flops |
| Largest net degree at the start of global routing | 13 |
| Vias per cell | 3.02 |
| Share of cells above drive strength 1 | 0.0625 |
| Clk_skew | 62.8 ps |
| FP Rows | 25 |
| Pwr per Cell Area | 410 nW/um^2 |
| Antenna cells | 0 |
| Number of CTS-inserted buffers | 3 |
| Port Buffer Count | 19 |
| Hold-fix buffers, CTS | 0 |
| Die area | about 8100 um^2 |
| Crit path from | data_out[4]$_SDFFCE_NN0N_ |
| RSZ-0062 raised after global routing | no |
| Crit path largest cell delay | approximately 360 ps |
| Worst Setup Slack, final | 130 ps |
| Remaining DRCs | 0 |
| YS chip area | 797 um^2 |
| FP Util | 0.169 |
| Top cells excl fill/tap | edfxtp_1 (19), and2_1 (16), inv_1 (12) |
| DR iter-0 viols | 19 |
| CTS H-tree depth | 1 |
| Crit. path cell count | 1 |
| Hold Vio Cnt, Final | 0 |
| CP Max Fanout | 1 |
| Total gr overflow | 0 |
| Psw | 0.0902 mW |
| Cell area after synthesis | between 700 and 800 um^2 |
| Final wirelength | 1.23 mm |
| CTS tree | yes |
| GRT Util Overall | 0.0322 |
| Post-CTS Setup Inserts | 0 |
| Num Clock Sinks | 20 |
| Syn-to-layout area delta | 41.1% |
| Critical Path AT | 2670 ps |
| Global-route wire length before repair | ~2.2 mm |
| Ys flops | 20 |
-- logic make-up (layout without fill, tap and decap cells) --
| family | count (synthesis) | in the layout | share of synthesized area |
|---|---|---|---|
| other cells | 1 | 1 | 0.00471 |
| xor+xnor | 1 | 1 | 0.0110 |
| buf+inv | 6 | 35 | 0.0330 |
| flops | 20 | 20 | 0.741 |
| simple gates | 20 | 20 | 0.173 |
| fa+ha+maj | 2 | 2 | 0.0314 |
| compound gates | 1 | 1 | 0.00627 |
-- how the worst min path moves through the flow --
stage	endpoint	slack, ps	cells after the start
after global routing	full$_DFF_P_	630	1
after CTS	full$_DFF_P_	590	1
final	full$_DFF_P_	590	1
-- layer usage --
layer / GRT usage / share of wire / vias up
li1: - / - / 227
met3: 0.0293 / 0.14 / 0
met1: 0.0433 / 0.54 / 192
met4: 0.00796 / 0 / 0
met2: 0.0357 / 0.33 / 25
met5: 0 / 0 / -
-- final cells by class --
| cell class | count | area, um^2 |
|---|---|---|
| multi-input combinational | 25 | 180 |
| tap | 67 | 83.8 |
| sequential | 20 | 591 |
| fill | 491 | 3600 |
| inverter | 4 | 15.0 |
| timing repair buffer | 19 | 180 |
| clock inverter | 9 | 33.8 |
| clock buffer | 3 | 41.3 |
-- through the flow --
stage	hold WS [ps]	util	cells	instance area, um^2
detailed placement	563	0.225	136	1060
global route	630	0.238	147	1120
finish	586	0.238	147	1120
CTS	591	0.238	147	1120
floorplan	526	-	51	797
global placement	559	0.225	136	1060
-- registers in the layout (all words and copies together) (netlist names) --
register	cells
full	1
queue	8
tail	3
data_out	8
-- synthesized netlist by cell type --
| master | instances | area (um^2) |
|---|---|---|
| a21oi_1 | 1 | 5.00 |
| and2_1 | 16 | 100 |
| buf_4 | 1 | 7.51 |
| conb_1 | 1 | 3.75 |
| dfxtp_1 | 1 | 20.0 |
| edfxtp_1 | 19 | 571 |
| ha_1 | 2 | 25.0 |
| inv_1 | 5 | 18.8 |
| nand2_1 | 1 | 3.75 |
| nand2b_1 | 1 | 6.26 |
| nor4_4 | 1 | 21.3 |
| or2_2 | 1 | 6.26 |
| xor2_1 | 1 | 8.76 |
-- power by group through the flow --
stage	Clock, mW	Combinational, mW	Sequential [mW]
CTS	0.181	0.0176	0.270
finish	0.174	0.0170	0.270
global route	0.202	0.0186	0.270
Power and IR drop assume default switching activity.
