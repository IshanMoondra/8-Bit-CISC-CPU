$ cat design.v
module rom(
input clk,
input csel,
input [7:0]addr,
output [7:0]data);
reg [7:0]romdata [255:0];
always @(posedge clk)
begin
  romdata[4'd0] <= 1;
  romdata[4'd1] <= 2;
  romdata[4'd2] <= 4;
  romdata[4'd3] <= 8;
  romdata[4'd4] <= 16;
  romdata[4'd5] <= 32;
  romdata[4'd6] <= 64;
  romdata[4'd7] <= 128;
end
assign data = romdata[addr];
endmodule
$ cat run.sh
#!/bin/bash
# OpenROAD 26Q1-2900-gdf79404cd8, Yosys 0.63+post, stock flow scripts
make -C /OpenROAD-flow-scripts/flow DESIGN_CONFIG=/design/flow/config.mk WORK_HOME=/design/flow/orfs finish
$ cat config.mk
export PLATFORM = sky130hd
export DESIGN_NAME = rom
export DESIGN_NICKNAME = rom
export VERILOG_FILES = /design/flow/design.v
export SDC_FILE = /design/flow/constraint.sdc
export NUM_CORES = 4
export LEC_CHECK = 1
export CORE_AREA = 10 10 70 70
export DIE_AREA = 0 0 80 80
$ cat constraint.sdc
current_design rom

set clk_period 2.3
set clk_io_pct 0.2

create_clock -name clk0 -period $clk_period [get_ports {clk}]

set non_clock_inputs [all_inputs -no_clocks]
set_input_delay [expr $clk_period * $clk_io_pct] -clock clk0 $non_clock_inputs
set_output_delay [expr $clk_period * $clk_io_pct] -clock clk0 [all_outputs]
==> results.py <==
# Metrics from the implementation run
metrics = {
    "detailed_routing": {
        "wirelength_um": 697,
        "via_count": 209,
        "antenna_cells": 0,
        "dr.first_iter.drc_count": 1,
        "ant_nets": 0,
        "routedWlPerCell_um": 8.50,
        "avgViaCountPerCell": 2.55,
        "route.detailed.drc": 0,
        "dr.pass1.iters": 2,
    },
    "logic_synthesis": {
        "yosysUniqueCellTypes": 10,
        "ys_area_um2": 111,
        "synth_area_um2": 111,
        "syn_avg_cell_area_um2": 6.96,
        "yosysWarnings": 1986,
        "yosysSeqAreaShare": 0,
        "ys_cells": 16,
        "syn_inst": 16,
    },
    "layout": {
        "area_growth_pct": 272,
        "drive_gt1_frac": 0.556,
        "layout_top_cells": "buf_2, dlygate4sd2_1, buf_6",
        "finish.utilization": 0.121,
        "seq_area_um2": 0,
        "fin_area_um2": 414,
        "clockBufferCount": 0,
        "layout_top_cell": "buf_2",
        "flop-count": 0,
    },
    "die": {
        "die_area_um2": 6400,
        "core_um2": 3420,
        "die_x_um": 80,
        "die_h_um": 80,
        "rows": 21,
        "pin_count": 18,
        "core_util_floorplan": 0.0326,
    },
    "sta": {
        "min_period_ns": 2.22,
        "worst_pin_slew_ns": 0.583,
        "hold_violations": 0,
        "final_max_slew_viol_count": 0,
        "setup_violations": 0,
        "timing.hold.ws_ns": 1.50,
        "period_used_share": 0.966,
        "relSlewSlack": 0.610,
        "clock.fmax_mhz": 450,
    },
    "setup_path": {
        "crit_required_ns": 1.84,
        "startpoint_type": "input port",
        "max_stage_delay_ns": 0.55,
        "worstSetupEndpointType": "primary output",
        "critPathKind": "input port to primary output",
        "path_cells": "dlygate4sd2_1, or4_4, buf_6, nor4_4, buf_2",
        "cp_max_fo": 7,
        "cpMaxStageDelayCell": "or4_4",
        "critPathArrivalTime_ns": 1.76,
    },
    "placed_design": {
        "dpl-instance-area_um2": 322,
        "routabilityCongestion": 0.706,
        "port_buffers": 16,
        "dp_hpwl_um": 507,
    },
    "global_routing": {
        "grt_pass1_wl_mm": 1.04,
        "antenna_found_initial": 0,
        "grt_usage": 0.0192,
        "grt_max_degree": 9,
        "gr-total-overflow": 0,
        "grt_pass1_vias": 202,
    },
    "power": {
        "ir_worst_vdd_v": 0.0000108,
        "power.density_nw_per_um2": 92.1,
        "p_leak_nw": 0.157,
    },
    "run": {
        "maxCapViolCount": 0,
        "tool_warnings": 29,
    },
    "outcome": {
        "status": "finished, final reports clean",
    },
    "worst_hold_path": {
        "hp-class": "input port to primary output",
    },
    "clock_network": {
        "cts.hold.buffers_added": 0,
    },
}
cells by family (layout without fill, tap and decap cells):
logic type | count (synthesis) | in the layout | synth area share
AND-OR/OR-AND | 1 | 1 | 0.0787
AND/OR/NAND/NOR | 12 | 12 | 0.753
buffers and inverters | 3 | 23 | 0.168
final cells by class:
cell class / count / area [um^2]
inverters: 1 / 3.75
fillers: 391 / 3000
well taps: 46 / 57.6
multi-input cells: 13 / 165
repair buffers: 22 / 188
path summary, 6_finish.rpt:
kind                    start       to  slack (ns)  cells after the start
worst max-delay path  addr[4]  data[5]        0.08                      5
worst min-delay path  addr[3]  data[1]        1.50                      5
critical path: cells and delay by family:
| family | cells | cell delay (ns) |
|---|---|---|
| buffers and inverters | 3 | 0.52 |
| AND/OR/NAND/NOR | 2 | 0.77 |
stage by stage:
stage                 power, W  cells  setup TNS [ns]  worst slack (ns)
global placement     0.0000264     77           -2.93            -0.388
finish               0.0000381     82               0            0.0771
global route         0.0000409     82         -0.0146           -0.0146
detailed placement   0.0000273     77           -3.00            -0.408
floorplan           0.00000925     16               0             0.498
CTS                  0.0000340     82               0            0.0268
synth_stat cells:
cell type  instances  area share
or4_4              1        0.10
nand2b_1           2        0.11
nor4b_2            1        0.13
a211o_1            1       0.079
nand2_1            1       0.034
buf_6              1        0.10
nor2_1             1       0.034
inv_1              1       0.034
clkbuf_1           1       0.034
nor4_1             6        0.34
metal layers:
| metal | vias up | share of wire | global-route usage |
|---|---|---|---|
| met1 | 95 | 0.45 | 0.0250 |
| met2 | 10 | 0.44 | 0.0297 |
| met5 | - | 0 | 0 |
| met3 | 0 | 0.11 | 0.00909 |
| li1 | 104 | - | - |
| met4 | 0 | 0 | 0 |
report_power, final:
| part | switching, W | internal, W |
|---|---|---|
| logic | 0.0000190 | 0.0000191 |
| clock network | 0 | 0 |
| registers | 0 | 0 |
timing repair:
action                     in CTS  in global routing
setup endpoints to repair       8                  5
resized                        34                  7
setup buffers                   5                  0
pin swaps                       7                  5
Power is estimated from default activity; no workload was simulated.
