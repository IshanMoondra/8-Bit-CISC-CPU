File: flow/run.sh
#!/bin/bash
# OpenROAD 26Q1-2900-gdf79404cd8, Yosys 0.63+post, stock flow scripts
make -C /OpenROAD-flow-scripts/flow DESIGN_CONFIG=/design/flow/config.mk WORK_HOME=/design/flow/orfs finish
File: flow/config.mk
export PLATFORM = sky130hd
export DESIGN_NAME = ram
export DESIGN_NICKNAME = ram
export VERILOG_FILES = /design/flow/design.v
export SDC_FILE = /design/flow/constraint.sdc
export NUM_CORES = 4
export LEC_CHECK = 1
export CORE_UTILIZATION = 30
File: flow/constraint.sdc
current_design ram

set clk_period 11.8
set clk_io_pct 0.2

create_clock -name clk0 -period $clk_period [get_ports {clk}]

set non_clock_inputs [all_inputs -no_clocks]
set_input_delay [expr $clk_period * $clk_io_pct] -clock clk0 $non_clock_inputs
set_output_delay [expr $clk_period * $clk_io_pct] -clock clk0 [all_outputs]
File: flow/design.v
module ram
  (
    input clk,
    input csel,
    input read,
    input [7:0]addr,
    input [7:0]datain,
    output reg[7:0]dataout
  );
reg [7:0]ramdata [255:0];  
integer i;
initial
begin
  ramdata[0] <= 0;
  ramdata[1] <= 05;
  ramdata[2] <= 8;
  ramdata[3] <= 64;
  ramdata[4] <= 16;
  ramdata[5] <= 15;
  ramdata[6] <= 120;
  ramdata[7] <= 16;
  ramdata[8] <= 120;
  ramdata[9] <= 16;
  ramdata[10] <= 128;
  ramdata[11] <= 5;
  ramdata[12] <= 254;
  for (i = 128; i < 256; i = i+1)
    ramdata[i] <= 255;
end
always @(posedge clk)
begin
  if (csel)
    dataout <= 8'bz;
  else
      if (read == 0)
        dataout <= ramdata[addr];
      else
        ramdata[addr] <= datain;
end
endmodule
==> flow_metrics.py <==
# Synthesis and PnR figures
metrics = {
    "route": {
        "vias_per_cell": 5.077,
        "wl_per_cell_um": 26.65,
        "drc": 0,
        "antenna_left": 0,
        "wirelength_um": 193700,
        "drtIter0Drc": 2660,
        "drt_first_pass_iters": 5,
        "vias": 36899,
    },
    "clock_tree": {
        "numCtsBuffers": 203,
        "clk_path_buf_depth": 3,
        "cts_resized": 0,
        "clock_latency_ns": 0.83,
        "ctsHoldBuffers": 0,
        "cts_sinks": 2056,
        "post_cts_buffers": 0,
        "clk_pin_slew_ns": 0.06,
        "htree_num_levels": 4,
        "cts-root-buf": "clkbuf_16",
        "cts_tree": "done",
    },
    "floorplanning": {
        "rows": 187,
        "fp.dieH_um": 513.1,
        "fp.dieW_um": 513.1,
        "fp.dieArea_um2": 263300,
        "core-area_um2": 259700,
        "ioPinCount": 27,
        "fp_util_pct": 30.18,
    },
    "setup_path": {
        "worstPathArrival_ns": 6.54,
        "cp-end-kind": "flop",
        "crit_path_max_fanout": 56,
        "required_ns": 12.32,
        "startpoint_type": "input port",
        "path_class": "input port to flop",
    },
    "placed_design": {
        "globalplace.congestion": 0.8497,
        "place_ws_ns": 4.765,
        "place.port_buffers": 26,
        "placed_cells": 6892,
        "dp_hpwl_um": 113500,
    },
    "final_timing": {
        "fmax_mhz": 166.2,
        "slew_headroom_pct": 8.763,
        "fin_ws_ns": 5.783,
        "worst_pin_slew_ns": 1.351,
        "fin_skew_ns": 0.03595,
        "slew_violations": 0,
        "rsz0062_at_grt": "false",
        "finalCritPeriodShare_pct": 50.99,
        "setup-tns-final_ns": 0,
        "setup_viol": 0,
        "fin_crit_ns": 6.017,
        "hold_viol_final": 0,
    },
    "logic_synthesis": {
        "ys_seq_share_pct": 78.78,
        "ys_area_um2": 78370,
        "ys_ff": 2056,
        "synth_area_um2": 78370,
        "syn_area_per_cell_um2": 22.23,
        "synthCells": 3525,
        "ys_cells": 3525,
        "yosys_warnings": 2,
        "yosysUniqueCellTypes": 21,
    },
    "cells_and_area": {
        "fill_cells": 23681,
        "areaGrowthSynthToFinish_pct": 14.22,
        "fin_cells": 7268,
        "regArea_um2": 61740,
        "postLayoutCoreUtil_pct": 34.47,
        "logic_area_um2": 15740,
        "drive_gt1_share_pct": 25.17,
    },
    "worst_hold_path": {
        "hp-class": "flop to flop",
    },
    "pwr": {
        "ir_drop_uv": 107.1,
        "p_per_area_nw_per_um2": 164.5,
        "p_leak_nw": 26.63,
    },
    "flow_run": {
        "tool_warnings": 32,
        "drv_cap": 0,
    },
    "run_status": {
        "run_status": "completed",
    },
    "global_route": {
        "first_global_vias": 40989,
        "grt_pass1_wl_um": 283100,
        "grt-ovfl-total": 0,
        "antenna_found_initial": 9,
        "grt_max_degree": 125,
        "grt_usage_pct": 15.93,
    },
}
[Yosys cell counts, drive strengths merged]
library cell	number	area (µm²)
nor2	259	972.2
nor3b	2	15.01
clkbuf	140	525.5
nand3	4	20.02
nor3	1	5.000
a21oi	128	640.6
o41ai	32	280.3
nand2b	3	18.77
mux4	512	11530
buf	85	479.2
and4b	1	10.01
nand4	8	50.05
or2	1	6.260
edfxtp	2056	61740
a22oi	256	1922
nand2	29	108.9
nor2b	6	37.54
and2	2	12.51
[worst max-delay path, stage by stage]
cell and delay [ns]:
buf_8 0.46, buf_4 0.65, buf_4 0.51, buf_4 0.51, mux4_2 0.56, a22oi_1 0.21
a21oi_1 0.17, o41ai_1 0.64, buf_4 0.23, nand4_1 0.09
[worst paths after layout]
path / start / to / slack [ns] / cells after the start
worst max register to register: ramdata[239][0] / dataout[0] / 8.76 / 5
worst min-delay path: ramdata[70][6] / dataout[6] / 1.06 / 5
worst max-delay path: addr[0] / dataout[7] / 5.78 / 10
worst min register to register: ramdata[70][6] / dataout[6] / 1.06 / 5
[cells in the final DEF, fill, tap and decap left out, types with 2 or more instances in the layout]
master / instances
o41ai_1: 27
bufinv_16: 8
nand2_1: 13
clkinv_8: 3
buf_8: 10
a22oi_1: 256
nor2_1: 257
clkinv_1: 61
o41ai_2: 5
buf_12: 7
nor2b_1: 4
nor2b_4: 2
nand4_1: 8
clkbuf_16: 208
nand2b_2: 2
nor3b_1: 2
inv_6: 4
edfxtp_1: 2056
buf_4: 157
clkinv_2: 30
mux4_2: 512
diode_2: 4
nand3_1: 4
clkbuf_1: 54
nand2_2: 16
clkdlybuf4s50_1: 16
a21oi_1: 128
[stage by stage]
stage	hold WS (ns)	total power [mW]	area (µm²)
after global routing	1.113	15.17	89510
after CTS	1.060	14.86	89500
after global placement	1.012	8.878	83350
after detailed placement	1.053	8.885	83370
final	1.060	14.72	89520
after floorplan	0.8956	8.550	78370
[layout make-up]
class	instances	share of cell area, %
flip-flops and latches	2056	68.97
multi-input cells	1244	17.58
clock buffers	262	6.041
well taps	3402	4.755
repair buffers	191	1.825
clock inverters	109	0.8163
diodes	4	0.01118
[where the power goes]
| group | switching, mW | total (mW) | leakage, nW | internal (mW) |
|---|---|---|---|---|
| registers | 0.0170 | 8.07 | 18.5 | 8.05 |
| logic | 0.422 | 0.651 | 5.14 | 0.229 |
| clock network | 2.62 | 6.01 | 3.00 | 3.38 |
[sequential cells by signal, summed over array words and instances (netlist names)]
name and cells:
dataout 8, ramdata 2048
[routing by layer]
layer | routed length [µm] | global-route usage [%] | up-vias
met2 | 92200 | 24.03 | 2180
met4 | 5357 | 3.631 | 18
met3 | 31100 | 11.96 | 309
li1 | - | - | 15383
met1 | 64510 | 18.13 | 19009
met5 | 534 | 1.315 | -
[logic make-up after synthesis]
| group | count (synthesis) | share of synthesized area, % |
|---|---|---|
| AND-OR/OR-AND | 416 | 3.627 |
| flip-flops | 2056 | 78.78 |
| multiplexers | 512 | 14.71 |
| AND/OR/NAND/NOR | 316 | 1.603 |
| buffers and inverters | 225 | 1.282 |
Power figures rest on the tool's default switching activity, not on a simulated workload.
